==> config.mk <==
export PLATFORM = sky130hd
export DESIGN_NAME = mult_DSP
export DESIGN_NICKNAME = mult_DSP
export VERILOG_FILES = /design/flow/design.v
export SDC_FILE = /design/flow/constraint.sdc
export NUM_CORES = 4
export LEC_CHECK = 1
export CORE_AREA = 10 10 97 97
export DIE_AREA = 0 0 107 107
==> constraint.sdc <==
current_design mult_DSP

set clk_period 6.9
set clk_io_pct 0.2

create_clock -name clk0 -period $clk_period

set non_clock_inputs [all_inputs -no_clocks]
set_input_delay [expr $clk_period * $clk_io_pct] -clock clk0 $non_clock_inputs
set_output_delay [expr $clk_period * $clk_io_pct] -clock clk0 [all_outputs]
==> design.v <==
module mult_DSP #(parameter in1_width=6,parameter in2_width=6)(
    input [in1_width-1:0] in1,
    input [in2_width-1:0] in2,
    output reg [in1_width+in2_width-1:0] mult_out
    );
	 always @(*)begin
		mult_out = in1*in2 ;
	 end	 
endmodule
==> run.sh <==
#!/bin/bash
# OpenROAD 26Q1-2900-gdf79404cd8, Yosys 0.63+post, stock flow scripts
make -C /OpenROAD-flow-scripts/flow DESIGN_CONFIG=/design/flow/config.mk WORK_HOME=/design/flow/orfs finish
==> run summary <==
Implementation status.

- The final hold violation count recorded for this run is 0.
- The number of antenna diodes in the final layout is 0.
- The synthesis report lists the Yosys warning total as 1.
- The area of the die is 11400 µm².
- The HPWL after detailed placement is 2280 µm.
- The number of DRC violations after detailed-routing iteration 0 is 24.
- By area, the combinational part of the netlist is dominated by adder cells.
- Setup repair after global routing left no endpoint under its margin.
- The final timing summary puts the cycle share of the worst path at 96.9%.
- The synthesized-area fraction occupied by adder cells is 53.4%.
- OpenSTA, run right after detailed placement, puts the worst setup slack at ~160 ps.
- The post-route netlist has 3.29% of its cells at a drive strength greater than 1.
- met3 track demand over resource after global routing is 0.910%.
- According to the report, the first pass of detailed routing completed in 4 iterations.
- The most used standard cell by instance count after synthesis is sky130_fd_sc_hd__and2_1.
- The start point of the worst hold path is in1[0].
- The final weighted congestion recorded by global placement is 0.824.
- STA classifies the critical path endpoint as a primary output.
- As logged by OpenROAD, the buffers inserted on ports number 24.
- The number of distinct standard cells referenced by the synthesized netlist is 26.
- The share of synthesized area spent on multiplexers is 0%.
- The chip area line of the yosys report is ~1100 µm².
- The most frequent cell on the critical path is sky130_fd_sc_hd__fa_1.
- 24 I/O pins were placed.
- The region available for standard cell placement spans 7290 µm².
- The worst hold path belongs to the class in2out.
- The pin closest to its max-slew limit shows a slew of approximately 380 ps.
- VDD sags by at most 0.0396 mV.
- The critical path in this run is classified as in2out.
- The met1 track utilization from global routing is under 10%.
- The number of instances in the placed design is around 250.
- Derived from the worst setup path, the maximum achievable clock frequency is ~150 MHz.
- The critical path in the final layout is reported with a setup slack of 213 ps.
- The critical path endpoint has a required time of 5520 ps.
- The post-route minimum period is roughly 6700 ps.
- The layout-stage area growth over the synthesis result is 33.6%.
- The cell area that synthesis handed to floorplanning was 1110 µm².
- Tracing the worst setup path back leads to its startpoint at in1[3].
- Hold repair after CTS inserted 0 buffers.
- The number of clock buffers in the layout is 0.
- The slowest stage of the critical path belongs to the cell sky130_fd_sc_hd__fa_1.
- The cell count after synthesis came out at ~130.
- The final layout report lists a filler cell count of 831.
- The mean cell area of the mapped netlist is 8.64 µm².
- The number of non-filler instances in the completed layout is 251.
- The detail route stage leaves a number of antenna-violating nets equal to 0.
- The post-synthesis cell type with the largest combined area is sky130_fd_sc_hd__fa_1.
- The number of max-slew violations in the final report is 0.
- The share of the core filled by cells before placement is 15.2%.
- The final timing report counts setup violations totalling 0.
- The remaining max-slew budget at the tightest pin is 74.9%.
- The synthesis run shows the most used standard cells to be sky130_fd_sc_hd__and2_1 (27), sky130_fd_sc_hd__inv_1 (25), sky130_fd_sc_hd__ha_1 (20).
- The routed layout has 916 vias.
- Hold analysis lists the worst path endpoint as mult_out[0].
- The first global-routing pass estimated 4060 µm of wire.
- In this run the critical path is formed by clkdlybuf4s50_1 -> and2_1 -> fa_1 -> inv_1 -> fa_1 -> fa_1 -> inv_1 -> ha_1 -> o21ai_0 -> nor3_1 -> nor4_1 -> a211o_1 -> clkdlybuf4s50_1.
- The floorplan has 31 rows.
- Measured along the y axis, the die boundary spans between 100 and 150 µm.
- The peak fanout along the critical path is 6.
- The data arrival time of the critical path is 5310 ps.
- The and-or/or-and share of the synthesized area is 10.1%.
- Global routing put the most usage on met1.
- The worst hold slack is between 3000 and 4000 ps.
- The layout report lists the combined flip-flop and latch area as 0 µm².
- The area share of and/or/nand/nor cells after synthesis is a little under a quarter.
- For reference, the top cells by area after synthesis are sky130_fd_sc_hd__fa_1 (31%), sky130_fd_sc_hd__ha_1 (23%), sky130_fd_sc_hd__and2_1 (15%).
- The fraction of synthesized cell area in xor and xnor cells is 4.75%.
- In the global route stage, overall resource usage came out at 4.20%.
- The power per cell area is 151 nW/µm².
- The initial antenna violation count came to 0.
- The remaining routing DRC violations is 0.
- The max capacitance violation total is 0.
- The number of stages on the worst hold path is 3.
- The maximum number of pins on one net before global-route repair is 7.
- The flow ran to the end, and the final reports show no timing, DRC or antenna violations.
- The synth_stat.txt file lists the number of cells as 128.
- The worst setup path is launched from an input pin.
- The aggregate negative setup slack is 0 ps.
- The part of the Yosys area used for sequential elements is 0%.
- The number of flip-flops and latches is 0.
- The top cell type's share of synthesized area is 30.8%.
- The leakage power in the latest report is 0.707 nW.
- The aggregate global routing overflow is 0.
- The met2 routing resource usage after global routing is 5.84%.
- The width of the die is 107 µm.
- The tool warning count is 32.
- In the routed layout, each cell is associated on average with a via count of 3.65.
- Dividing the detail-routed wire length by the instance count gives between 9 and 10 µm.
- The routed design has 2430 µm of wire.
- Among all stages on the critical path, the maximum delay recorded is approximately 540 ps.
- The via count of the first global-routing pass came to 824.
-- cell usage in the layout, fill, tap and decap left out, types with 2 or more instances in the layout --
cell,count
sky130_fd_sc_hd__clkdlybuf4s50_1,23
sky130_fd_sc_hd__xnor2_1,4
sky130_fd_sc_hd__a21oi_1,3
sky130_fd_sc_hd__ha_1,20
sky130_fd_sc_hd__xor2_1,2
sky130_fd_sc_hd__fa_1,17
sky130_fd_sc_hd__inv_1,25
sky130_fd_sc_hd__nand2_1,11
sky130_fd_sc_hd__nor3_1,2
sky130_fd_sc_hd__and2_1,27
-- how the worst max path moves through the flow --
stage	to	slack, ps	cells after the start
final	mult_out[10]	210	13
after global routing	mult_out[10]	2	13
after CTS	mult_out[11]	110	12
-- repair_timing --
| item | in CTS | in global routing |
|---|---|---|
| setup buffers | 0 | 0 |
| resized | 0 | 2 |
| setup endpoints to repair | 0 | 2 |
-- critical path: cells and delay by family --
family	cells	cell delay [ps]
and+or+nand+nor	3	590
buffers and inverters	4	1070
AOI/OAI and AO/OA	2	410
adders and majority gates	4	1860
-- report_power, final --
group / switching, mW / internal [mW] / total, mW
logic: 0.0974 / 0.126 / 0.223
registers: 0 / 0 / 0
clock network: 0 / 0 / 0
total: 0.0974 / 0.126 / 0.223
-- area by class of cell --
class | count | area [µm²] | area share (%)
Multi-Input combinational cell | 103 | 1020 | 68.8
Timing Repair Buffer | 24 | 243 | 16.4
Tap cell | 99 | 124 | 8.38
Inverter | 25 | 93.8 | 6.35
-- through the flow --
step	total power, mW	instance area, µm²	util (%)
after floorplan	0.122	1110	-
after global placement	0.232	1470	20.2
after detailed placement	0.230	1470	20.2
after CTS	0.232	1470	20.2
after global routing	0.255	1480	20.3
final	0.223	1480	20.3
-- cells by family (layout without fill, tap and decap cells) --
kind of cell,count (synthesis),in the layout
xor gates and xnor gates,6,6
and+or+nand+nor,46,46
adders and majority gates,37,37
buffers and inverters,25,49
AOI/OAI and AO/OA,14,14
-- routing by layer --
metal	wire length, µm	part of all wire (%)	vias to the layer above
met5	0	0	-
met4	0	0	0
met3	112	4.6	0
met2	1050	43	19
met1	1270	52	443
li1	-	-	454
Power and IR drop assume default switching activity.
