--- flow/run.sh ---
#!/bin/bash
# OpenROAD 26Q1-2900-gdf79404cd8, Yosys 0.63+post, stock flow scripts
make -C /OpenROAD-flow-scripts/flow DESIGN_CONFIG=/design/flow/config.mk WORK_HOME=/design/flow/orfs finish
--- flow/config.mk ---
export PLATFORM = sky130hd
export DESIGN_NAME = rslt_ff
export DESIGN_NICKNAME = rslt_ff
export VERILOG_FILES = /design/flow/design.v
export SDC_FILE = /design/flow/constraint.sdc
export NUM_CORES = 4
export LEC_CHECK = 1
export CORE_AREA = 10 10 70 70
export DIE_AREA = 0 0 80 80
--- flow/constraint.sdc ---
current_design rslt_ff

set clk_period 1.0
set clk_io_pct 0.2

create_clock -name clk0 -period $clk_period [get_ports {clk}]

set non_clock_inputs [all_inputs -no_clocks]
set_input_delay [expr $clk_period * $clk_io_pct] -clock clk0 $non_clock_inputs
set_output_delay [expr $clk_period * $clk_io_pct] -clock clk0 [all_outputs]
--- flow/design.v ---
module rslt_ff #(parameter width=6) (input clk,
input rst,
input [width-1 : 0]rst_val,
input [width-1 :0] data_in,
input w_en  ,
output reg [width-1 : 0] data_out);
always @(posedge clk) begin
	if(rst) begin
		data_out <= rst_val;
	end
	else begin
		if(w_en)begin
			data_out <= data_out;
		end
		else begin
			data_out <= data_in;
		end
	end
end
endmodule
==> summary.txt <==
impl run done, here's what came out: final std cells w/o fill 84, Pleak ~0.22 nW, FP Util 8.42%, Hold Fails Final Rpt 0, outcome completed, Total Power 0.657 mW, Worst path max stage delay about 0.35 ns, Reg area between 150 and 200 µm², first-pass GRT wire length ~1100 µm, CP Cell Sequence clkdlybuf4s15_1, Power per Cell Area approximately 1200 nW/µm², worst-path fanout max 1, total grt overflow 0, DR pass1 iterations 1, area leader, netlist edfxtp_1, final instance area roughly 550 µm², cell row count 21, worst slew pin tran approximately 0.28 ns, RSZ-0062 raised after global routing no, Yosys Chip Area approximately 290 µm², sequential power share between 40 and 50%, chip area roughly 6400 µm², RD Place Congestion 0.637, Via density between 2 and 2.5, Switch Pwr about 0.11 mW, Peak VDD IR 0.000314 V, CTS clock-pin slew for the worst setup and hold paths ~0.040 ns, combinational power share between 20% and 30%, Seq share, synth a little over three fifths, fillcell total 397, met2 WL about 250 µm, WP buf/inv 1, post-synth top area share a little over three fifths, 1st-iter DRT viols 0, largest net degree at the start of global routing 7, top flop regs data_out: 6 flops, drt total wl 805 µm, post-synthesis cell area about 290 µm², WL met3 between 100 and 150 µm, uppermost routed layer met3, Max Fclk 1.04 GHz, Commonest Layout Cell clkdlybuf4s50_1, H-tree depth 1, Die Y-Extent 80 µm, Max-slew headroom 81.0%, Hold Path Class in -> reg, post-layout min period about 0.96 ns, Syn Area/Cell around 21 µm², commonest non-fill, non-tap cells in the layout clkdlybuf4s50_1 (13), mux2_4 (6), edfxtp_1 (6), clock root cell clkbuf_4, final period utilization between 90% and 100%, post-synth cell types 4, cell-internal power roughly 0.55 mW, placed cells between 80 and 90, CTS tree built, # diodes 0, number of cells in the yosys synthesis report 14, Max-Cap Viols 0, total core area 3420 µm², clock buffer depth 2, cell count of the worst hold path 3, share of cells above drive strength 1 between 40% and 50%, vias in the first global route 264, CP Class reg -> out, clock sink count 6, critical path data arrival time between 0.7 and 0.8 ns, # setup viols final 0, total number of vias between 200 and 250, number of remaining DRC errors 0, Log Warnings 26, yosys warning tally 1, Ports 21, number of clock buffers inserted by TritonCTS 3, Total GRT Usage roughly 2.3%, Crit. path cell count 1, sw frac around 17%, Clk pwr share roughly a third, Post-CTS Setup Inserts 0, slowest stage cell, crit path edfxtp_1, post-synthesis register bit count 6, area delta synth->final 92.2%, Final Max Tran Viols 0, Mapped Cells 14, initial antenna violation count 0, max FFs per register 6, Logic cell area between 90 and 100 µm², IO buf count 20, startpoint class of the critical path flip-flop, Die W roughly 80 µm, post-place instance area roughly 550 µm², most flop-heavy register data_out, Worst setup EP type primary output, Synth area leaders edfxtp_1 (63%), mux2_4 (31%), buf_6 (3.9%), wire per inst roughly 9.6 µm, CP delay by family, top flip-flops, Routed Antenna Nets 0, Critical Path RT 0.80 ns, Metal-1 WL between 400 and 500 µm
## per-stage QoR
| stage | hold slack (ns) | TNS [ns] | utilization [%] | worst slack, ns |
|---|---|---|---|---|
| 4_1_cts | 0.596 | -0.0141 | 16.5 | -0.0141 |
| 3_3_place_gp | 0.891 | -4.06 | 16.1 | -0.388 |
| 2_1_floorplan | 0.417 | 0 | - | 0.141 |
| 5_1_grt | 0.600 | 0 | 16.2 | 0.00430 |
| 3_5_place_dp | 0.894 | -4.23 | 16.1 | -0.399 |
| 6_report | 0.598 | 0 | 16.2 | 0.0373 |
## per-layer routing
metal / up-vias / track usage (%)
li1: 103 / -
met1: 82 / 3.13
met2: 19 / 2.57
met3: 0 / 2.16
met4: 0 / 0.352
met5: - / 0
## worst paths after layout
kind / start / to
min: rst / data_out[1]$_DFFE_PP_
max: data_out[0]$_DFFE_PP_ / data_out[0]
## power by group through the flow
| stage | logic (mW) | clock network [mW] | registers (mW) |
|---|---|---|---|
| 6_report | 0.134 | 0.207 | 0.317 |
| 5_1_grt | 0.144 | 0.233 | 0.319 |
| 4_1_cts | 0.142 | 0.216 | 0.317 |
## cells in the mapped netlist
| master | n |
|---|---|
| mux2_4 | 6 |
| edfxtp_1 | 6 |
| nand2b_1 | 1 |
| buf_6 | 1 |
## timing repair
| item | in CTS | in global routing |
|---|---|---|
| hold buffers | 0 | 0 |
| setup endpoints to repair | 18 | 2 |
| resized | 19 | 2 |
## cell type report
cell class	count	share of cell area, %
clock buffers	3	4.07
multi-input cells	7	17.4
flip-flops and latches	6	32.6
well taps	46	10.4
repair buffers	22	35.5
## kinds of logic (layout without fill, tap and decap cells)
group | Yosys count | in the layout | share of synthesized area (%)
flip-flops | 6 | 6 | 62.6
buffers and inverters | 1 | 25 | 3.91
AND/OR/NAND/NOR | 1 | 1 | 2.18
multiplexers | 6 | 6 | 31.3
Power and IR drop assume default switching activity.
