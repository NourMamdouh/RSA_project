==> flow/design.v <==
module counter #(parameter cntr_width=6)(
    input rst,
	input clk,
    input [cntr_width-1 :0] end_val,
    output reg done,
    output reg [cntr_width-1:0] cntr_out
    );
always @(posedge clk)begin
	if(rst) begin
		cntr_out <= 0;
	end
	else begin
		if(cntr_out == end_val) begin
			cntr_out <= cntr_out;
		end
		else begin
			cntr_out <= cntr_out+1;
		end
	end
end
always@(*) begin
	if(cntr_out == end_val) begin
		done = 1;
	end
	else begin
		done = 0;
	end
end
endmodule
==> flow/run.sh <==
#!/bin/bash
# OpenROAD 26Q1-2900-gdf79404cd8, Yosys 0.63+post, stock flow scripts
make -C /OpenROAD-flow-scripts/flow DESIGN_CONFIG=/design/flow/config.mk WORK_HOME=/design/flow/orfs finish
==> flow/config.mk <==
export PLATFORM = sky130hd
export DESIGN_NAME = counter
export DESIGN_NICKNAME = counter
export VERILOG_FILES = /design/flow/design.v
export SDC_FILE = /design/flow/constraint.sdc
export NUM_CORES = 4
export LEC_CHECK = 1
export CORE_AREA = 10 10 70 70
export DIE_AREA = 0 0 80 80
==> flow/constraint.sdc <==
current_design counter

set clk_period 2.5
set clk_io_pct 0.2

create_clock -name clk0 -period $clk_period [get_ports {clk}]

set non_clock_inputs [all_inputs -no_clocks]
set_input_delay [expr $clk_period * $clk_io_pct] -clock clk0 $non_clock_inputs
set_output_delay [expr $clk_period * $clk_io_pct] -clock clk0 [all_outputs]
==> impl_metrics.py <==
# Physical implementation metrics
metrics = {
    "outcome": {
        "outcome": "finished, final reports clean",
    },
    "worst_setup_path": {
        "r2r_cells": 5,
        "start_kind": "input pin",
        "worstPathMaxFanout": 2,
        "cp_data_required_time_ns": 2.00,
        "worst-r2r-setup-slack_ns": 0.85,
        "path_class": "in -> out",
        "crit_arrival_ns": 1.74,
        "r2r-start": "cntr_out[3]",
        "timing.rr.end": "cntr_out[0]",
        "end_kind": "output pin",
    },
    "detailed_routing": {
        "route.detailed.drc": 0,
        "antenna_cells": 0,
        "ant_nets": 0,
        "dr_total_vias": 496,
        "drt_iter0_drc": 72,
        "firstDrtPassIters": 4,
        "wire_per_inst_microns": 11.0,
        "routed_wl_mm": 1.33,
        "viasPerCell": 4.10,
    },
    "sta": {
        "finalClockPeriodUsage": 0.897,
        "final_hold_viol_count": 0,
        "grt_setup_unrepaired": "no",
        "fin_crit_ns": 2.24,
        "finalSetupViolations": 0,
        "max_freq_mhz": 446,
        "slew_viol_final": 0,
        "finalClockSkew_ns": 0.00101,
        "slew_headroom": 0.741,
        "tightest_slew_ns": 0.385,
    },
    "synth": {
        "common_cells": "nand2_1 (8), dfxtp_1 (6), xor2_1 (6)",
        "ys_area_sq_um": 455,
        "ys_cells": 52,
        "ys_types": 22,
        "yosysWarningCount": 1,
        "top_area_frac": 0.264,
        "syn_inst": 52,
        "top_cell": "nand2_1",
        "synth-edff-count": 0,
        "synth_flops": 6,
        "ys.flop_type": "dfxtp_1",
        "synthTopCellsByArea": "dfxtp_1 (26%), xor2_1 (12%), mux2i_1 (11%)",
        "ys_seq_frac": 0.264,
        "syn_area_per_cell_sq_um": 8.76,
        "top_area_cell": "dfxtp_1",
        "syn-cell-area_sq_um": 455,
        "synth_async_sr_flop_share": 0,
    },
    "worst_hold_path": {
        "hp-start": "cntr_out[5]",
        "min_path_type": "reg -> reg",
        "min_path_cells": 2,
        "min_to": "cntr_out[5]",
    },
    "cells_and_area": {
        "drive_gt1_frac": 0.213,
        "top_regs": "cntr_out (6)",
        "fill_cells": 384,
        "area_delta_synth_final_pct": 62.1,
        "final_cells": 121,
        "largest_reg_flops": 6,
        "regMostFlops": "cntr_out",
    },
    "clocking": {
        "htree_levels": 1,
        "clkTransAtPathRegs_ns": 0.05,
        "clock_latency_ns": 0.24,
        "cts_inserted_buffers": 3,
        "ctsRootBufferMaster": "clkbuf_4",
        "cts_tree": "yes",
        "cts_max_path_buffers": 2,
        "cts_num_sinks": 6,
    },
    "floorplan": {
        "rows": 21,
        "fp.coreArea_sq_um": 3420,
        "die-width_microns": 80,
        "fp_util": 0.133,
        "die-area_sq_um": 6400,
        "die_y_microns": 80,
        "io_pins": 15,
    },
    "pwr": {
        "p_per_area_nw_per_um2": 395,
        "power_w": 0.000291,
        "p_leak_nw": 0.275,
        "peakVddDrop_mv": 0.169,
    },
    "placement": {
        "dp_hpwl_mm": 1.04,
        "dp_cells": 118,
        "io_buffers": 14,
        "gp_congestion": 0.763,
    },
    "run": {
        "openroad.warnings": 25,
        "drv_cap": 0,
    },
    "global_routing": {
        "grt_use_total": 0.0428,
        "overflow": 0,
        "grt_max_degree": 12,
        "grt_pass1_vias": 455,
        "grt_pass1_wl_mm": 2.18,
        "antenna_found_initial": 0,
    },
}
-- cell type report --
type | instances | area [sq um] | share of cell area
Inverter | 3 | 11.3 | 0.0153
Multi-Input combinational cell | 42 | 338 | 0.458
Tap cell | 46 | 57.6 | 0.0780
Timing Repair Buffer | 21 | 189 | 0.256
Clock buffer | 3 | 22.5 | 0.0305
Sequential cell | 6 | 120 | 0.163
-- worst max path at each step --
| stage | startpoint | to | slack (ns) | depth (start not counted) |
|---|---|---|---|---|
| CTS | end_val[4] | done | 0.24 | 5 |
| global route | end_val[4] | done | 0.18 | 5 |
| finish | end_val[4] | done | 0.26 | 5 |
-- worst max-delay path: stages --
cell and delay (ns):
clkdlybuf4s50_1 0.41, xor2_1 0.17, nor4_4 0.24, nor2b_4 0.21, dlygate4sd2_1 0.21
-- layer usage --
metal  track usage  part of all wire  vias up
li1              -                 -      241
met1        0.0672              0.50      222
met2        0.0474              0.34       33
met3        0.0273              0.17        0
met4       0.00176                 0        0
met5             0                 0        -
-- logic make-up after synthesis --
logic type | after synthesis | synth area share
AOI/OAI and AO/OA | 5 | 0.0824
xor gates and xnor gates | 6 | 0.115
adders and majority gates | 1 | 0.0275
buffers and inverters | 4 | 0.0330
DFF | 6 | 0.264
muxes | 6 | 0.143
and+or+nand+nor | 24 | 0.335
-- metrics by stage --
step / setup WS [ns] / cell area (sq um) / TNS (ns) / util / hold WS, ns
2_1_floorplan: 0.679 / 455 / 0 / - / 0.502
3_3_place_gp: -0.0833 / 702 / -0.0833 / 0.205 / 0.558
3_5_place_dp: -0.0758 / 702 / -0.0758 / 0.205 / 0.566
4_1_cts: 0.240 / 738 / 0 / 0.216 / 0.573
5_1_grt: 0.175 / 738 / 0 / 0.216 / 0.633
6_report: 0.257 / 738 / 0 / 0.216 / 0.566
-- cells in the final DEF, fill, tap and decap left out --
cell,instances
a21oi_1,1
a311oi_1,1
clkbuf_4,3
nor4_4,1
nand4_1,1
or2_4,1
mux2i_1,5
dfxtp_1,6
and3_1,1
xor2_2,2
nand3_1,2
xor2_1,4
nor4_1,5
o211ai_1,2
mux2_4,1
inv_1,3
buf_4,7
dlygate4sd2_1,3
nor2_1,1
nor2b_1,1
o311ai_0,1
ha_1,1
nand2_1,8
nor2b_4,1
nor4b_1,2
clkdlybuf4s50_1,11
-- power by group --
part | internal [W] | total, W | switching, W
Combinational | 0.0000487 | 0.0000875 | 0.0000388
Clock | 0.0000545 | 0.0000920 | 0.0000375
Sequential | 0.000102 | 0.000112 | 0.00000977
-- timing repair --
item	4_1_cts	5_1_grt
resized	6	0
buffers inserted	0	0
hold buffers	0	0
setup endpoints to repair	1	0
Power is estimated from default activity; no workload was simulated.
